[design.v]
module Imm_Gen (inst,imm);
input logic [31:0] inst;
output logic [31:0] imm;
always_comb
	begin
	case (inst[6:2])
	5'b11011: begin  
			imm<={{12{inst[31]}},inst[19:12],inst[20],inst[30:21],1'b0};
		  end
	5'b11001: begin  
			imm<={{21{inst[31]}},inst[30:20]};
		  end
	5'b11000: begin  
			imm<= {{20{inst[31]}},inst[7],inst[30:25], inst[11:8],1'b0};
		  end
	5'b00000: begin   
			imm<={{21{inst[31]}}, inst[30:20]};
		  end
	5'b01000: begin   
			imm<= {{21{inst[31]}}, inst[30:25],inst[11:7]};
		  end
	5'b00100: begin   
			imm<={{21{inst[31]}}, inst[30:20]};
		  end 
	5'b01101: begin   
			 imm <= {inst[31:12], 12'd0};
		  end 
	5'b00101: begin   
			 imm <= {inst[31:12], 12'd0};
		  end 
		  default: imm<=32'd0;
	endcase
	end
endmodule 
[constraint.sdc]
current_design Imm_Gen

set clk_period 3.1
set clk_io_pct 0.2

create_clock -name clk0 -period $clk_period

set non_clock_inputs [all_inputs -no_clocks]
set_input_delay [expr $clk_period * $clk_io_pct] -clock clk0 $non_clock_inputs
set_output_delay [expr $clk_period * $clk_io_pct] -clock clk0 [all_outputs]
[config.mk]
export PLATFORM = sky130hd
export DESIGN_NAME = Imm_Gen
export DESIGN_NICKNAME = Imm_Gen
export VERILOG_FILES = /design/flow/design.v
export SDC_FILE = /design/flow/constraint.sdc
export NUM_CORES = 4
export LEC_CHECK = 1
export CORE_AREA = 10 10 70 70
export DIE_AREA = 0 0 80 80
[run.sh]
#!/bin/bash
# OpenROAD 26Q1-2900-gdf79404cd8, Yosys 0.63+post, stock flow scripts
make -C /OpenROAD-flow-scripts/flow DESIGN_CONFIG=/design/flow/config.mk WORK_HOME=/design/flow/orfs finish
==> results_slide.txt <==
Synthesis and Place & Route Summary

Outcome
  – Status: finished, final reports clean

Synthesis
  – Cells after Synth: 71
  – Ao+oa area frac: 0.4382
  – Basic Gates by Area: 0.4597
  – Top-area cell type share of the netlist area: 0.1452
  – Distinct lib cells: 26
  – Yosys warnings: 1
  – Cell area leaders: a21o_1 15%, o21ai_0 11%, nor2b_1 9.4%, nand2_1 8.9%, a22o_1 7.5%
  – Xor/xnor cell area share of the yosys netlist: 0
  – Mux cell area share: 0.02151
  – Yosys top cell by area: a21o_1
  – Syn Area/Cell: 6.556 sq um
  – Top non-seq family: simple AND/OR/NAND/NOR gates
  – Yosys chip area: 465.4 sq um
  – Yosys Instances: 71
  – Post-Syn Area: 465.4 sq um
  – Yosys adder share: 0
  – Seq share, synth: 0

Setup path
  – Arr. time, crit path: 2.40 ns
  – Worst Setup Path Type: in -> out
  – Worst-path fanout max: 18
  – CP startpoint kind: primary input
  – Endpoint class of the critical path: output pin
  – WP data required: 2.48 ns

Finish
  – # clk buffers: 0
  – Share of cells above drive strength 1: 0.1111
  – Register area: 0 sq um
  – Fillers: 367
  – Post-route insts no fill: 181
  – Syn-to-layout area delta: 159.7%
  – Flop count: 0
  – Core Util, Final: 0.3538

Route
  – Vias per cell: 4.265
  – ANT cells: 0
  – Vias: 772
  – Initial drt markers: 48
  – DRC viols: 0
  – Remaining antenna violation count after routing: 0
  – Drt total wl: 2500 um
  – Routed len/inst: 13.81 um
  – First-pass detailed-route iteration total: 4

Placed design
  – DP Cell Count: 180
  – Gpl congestion: 0.7526
  – Detailed Place HPWL: 2138 um
  – Port Buffers: 62

Timing
  – Setup-failing EPs final: 0
  – Slew margin rel.: 0.7635
  – Hold Slack: 1.905 ns
  – Final worst path period need: 3.020 ns
  – F_max: 0.3312 GHz
  – Max-slew violations: 0
  – Worst-margin pin slew: 0.3544 ns
  – RSZ-0062 raised after global routing: no
  – Final worst path period share: 0.9740
  – Final hold vios: 0

GRT
  – Met2 Use GR: 0.1148
  – GRT Util Overall: 0.07342
  – Remaining global-route overflow: 0
  – GRT Max-Usage Layer: met2
  – Met3 Use GR: 0.03409
  – Initial antenna violation count: 0
  – Vias in the first global route: 777
  – M1 GR Usage: 0.09558
  – Global-route wire length before repair: 3933 um
  – Pin count of the biggest net entering global routing: 19

Job
  – Tally of OpenROAD warnings: 34
  – Max cap viols: 0

Worst hold path
  – Hold Path Depth: 4
  – Min-Delay Startpoint: inst[29]
  – Worst hold path class: in -> out
  – Hold Path Sink: imm[29]

Pwr
  – PD cells: 112.7 nW/um^2
  – Max VDD drop: 0.00002987 V
  – Leakage power: 0.0005391 uW

Die
  – Core area: 3416 sq um
  – Die H: 80 um
  – FP Rows: 21
  – Initial Util: 0.1363
  – Num ports: 64
  – Die ar.: 6400 sq um
  – Die Width: 80 um

Clock network
  – # hold bufs at CTS: 0
## synth_stat cells, drive strengths merged
master,n
o32ai,1
nor4b,1
nand2,11
nand3,2
and4b,2
nor3b,2
o22ai,1
nor2b,7
and4bb,1
clkbuf,1
o21a,1
a22o,4
a21o,9
nor3,3
o211ai,1
nand2b,1
a21oi,2
mux2i,1
inv,3
o21ai,10
buf,4
nor2,3
## power by group
part           switching, uW  leakage, uW  internal, uW
clock network              0            0             0
registers                  0            0             0
logic                   42.5     0.000539          93.8
## routing by layer
layer,vias to the layer above,wire [um]
met5,-,0
met2,38,1101
met4,0,0
met3,0,382
met1,343,1016
li1,391,-
## worst max path at each step
stage                    from      end  depth (start not counted)
after global routing  inst[2]  imm[21]                          6
after CTS             inst[6]  imm[21]                          6
final                 inst[2]  imm[25]                          6
## placed cells by master (no fill, tap or decap), drive strengths merged
| cell | n |
|---|---|
| nor3 | 3 |
| nor4b | 1 |
| nor3b | 2 |
| clkdlybuf4s50 | 57 |
| nor2 | 3 |
| nand2 | 11 |
| and4bb | 1 |
| nand2b | 1 |
| dlymetal6s2s | 5 |
| buf | 7 |
| nand3 | 2 |
| o211ai | 1 |
| a21oi | 2 |
| mux2i | 1 |
| nor2b | 7 |
| o21ai | 10 |
| inv | 3 |
| and4b | 2 |
| a22o | 4 |
| o22ai | 1 |
| o21a | 1 |
| a21o | 9 |
| o32ai | 1 |
## area by class of cell
cell class / instances / area [sq um] / share of cell area
repair buffers: 69 / 698.2 / 0.5776
multi-input cells: 63 / 441.7 / 0.3654
well taps: 46 / 57.56 / 0.04762
inverters: 3 / 11.26 / 0.009317
## cells by family after synthesis
group / after synthesis
AND/OR/NAND/NOR: 33
multiplexers: 1
AND-OR/OR-AND: 29
buffers and inverters: 8
## through the flow
step,instance area [sq um],total power [uW],setup TNS [ns],setup WS [ns]
final,1209,136.3,0,0.08047
after global routing,1209,149.2,0,0.01133
after detailed placement,1175,135.5,-0.04495,-0.01327
after CTS,1182,137.0,0,0.01810
after floorplan,465.4,35.90,0,1.025
after global placement,1175,134.3,0,0.03723
## repair_timing
action | CTS | global route
gates resized | 0 | 16
setup buffers | 1 | 0
endpoints found under the setup margin | 8 | 22
## critical path: stages
cell	delay [ns]
clkdlybuf4s50_1	0.61
and4b_4	0.32
a21oi_4	0.04
buf_12	0.16
o21ai_0	0.14
clkdlybuf4s50_1	0.50
Power is estimated from default activity; no workload was simulated.
