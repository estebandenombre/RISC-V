## /design/flow/design.v

```verilog
module PC  (clk, reset, pc_entrada, pc_salida);
input logic [31:0] pc_entrada;
input logic clk, reset;
output logic [31:0] pc_salida;
initial
begin
pc_salida=32'd0;
end
always @(posedge clk or negedge reset)
  begin
	if (!reset)
		pc_salida=32'd0;
	else
		pc_salida=pc_entrada;     
  end
endmodule 
```

## /design/flow/run.sh

```bash
#!/bin/bash
# OpenROAD 26Q1-2900-gdf79404cd8, Yosys 0.63+post, stock flow scripts
make -C /OpenROAD-flow-scripts/flow DESIGN_CONFIG=/design/flow/config.mk WORK_HOME=/design/flow/orfs finish
```

## /design/flow/config.mk

```make
export PLATFORM = sky130hd
export DESIGN_NAME = PC
export DESIGN_NICKNAME = PC
export VERILOG_FILES = /design/flow/design.v
export SDC_FILE = /design/flow/constraint.sdc
export NUM_CORES = 4
export LEC_CHECK = 1
export CORE_AREA = 10 10 100 100
export DIE_AREA = 0 0 110 110
```

## /design/flow/constraint.sdc

```tcl
current_design PC

set clk_period 1.0
set clk_io_pct 0.2

create_clock -name clk0 -period $clk_period [get_ports {clk}]

set non_clock_inputs [all_inputs -no_clocks]
set_input_delay [expr $clk_period * $clk_io_pct] -clock clk0 $non_clock_inputs
set_output_delay [expr $clk_period * $clk_io_pct] -clock clk0 [all_outputs]
```

==> deck_impl_summary.md <==
Synthesis and Place & Route Summary

Global route
  – Largest net degree at the start of global routing: 33
  – Overall global routing resource usage: 4.01%
  – Grt ovf: 0
  – First-pass GRT wire length: 3650 um
  – Antenna violations before repair: 1
  – Vias in the first global route: 593

Clock tree
  – Cts bufs inserted: 5
  – CTS H-Tree Depth: 2
  – Clk sinks: 32
  – Setup Buffers After CTS: 0
  – Clock transition at path regs: 0.07 ns
  – Clock Tree Root: clkbuf_8
  – Maximum root-to-sink buffer count: 2
  – Clock tree from TritonCTS: done

Floorplan
  – Num ports: 66
  – # rows: 32
  – Core area: 7810 sq um
  – Die height: 110 um
  – Die width: 110 um
  – Starting Density: 10.3%
  – Chip area: 12100 sq um

Synthesis
  – Total cells reported by yosys after synthesis: 32
  – Cell Type Count: 1
  – Ys flops: 32
  – Seq share, synth: 100%
  – Mean Syn Cell Area: 25.0 sq um
  – Yosys warning tally: 1
  – Syn Inst Count: 32
  – Netlist Area Pre-Place: 801 sq um
  – Chip Area, Yosys: 801 sq um

Finish
  – Number of logic gates: 0
  – Multi-input gate area: 0 sq um
  – Commonest cells after routing, fill and taps aside: buf_2, clkdlybuf4s50_1, dfrtp_1, clkbuf_8, buf_12
  – Layout cells sized above 1: 39.0%
  – Post-route cell area: 1530 sq um
  – Number of flip-flops in the largest register: 32
  – Top cell excl fill/tap: buf_2
  – Non-Filler Instances: 207
  – Layout area overhead: 91.1%

Worst setup path
  – Crit Path Class: register to output port
  – Max incr delay on CP: 0.36 ns
  – Element type at the critical path start: register
  – CP arrival: 0.76 ns
  – Element type at the critical path end: output port
  – Largest fanout on the critical path: 1
  – CP required: 0.80 ns
  – CP bufs+invs: 1
  – Slowest cell on crit path: dfrtp_1
  – CP top delay family: flip-flops
  – Crit-path cells: buf_2

STA
  – Worst hold slack: -0.135 ns
  – Slew @ Worst Pin: 0.184 ns
  – Max frequency: 1040 MHz
  – Slew margin rel.: 87.7%
  – Crit share post-route: 96.2%
  – Final hold viol count: 32
  – RSZ-0062 raised after global routing: yes
  – Setup TNS: 0 ns
  – Period minus WS final: 0.962 ns
  – Final setup viols: 0
  – Fin. max-slew vios: 0
  – Final WS setup: 0.0381 ns

Drt
  – First-iteration detailed-routing DRC count: 7
  – Final ANT Viol Nets: 0
  – Number of diodes: 0
  – Via Count: 553
  – DR WL/cell: 12.8 um
  – Number of detailed-route iterations in the first pass: 2
  – DRC: 0
  – Vias per cell: 2.67
  – Total Wirelength: 2660 um

Status
  – Violated checks: negative hold slack
  – Outcome: complete, but fails checks

Placed design
  – Port bufs: 65
  – GPL Wtd Cong: 0.703
  – DP Area: 1590 sq um
  – Setup Slack @ Placement: -0.0179 ns
  – Post-Place Cells: 200

Worst hold path
  – Hold WC Path Type: primary input to asynchronous set/reset pin

Power
  – Leakage: 0.688 nW
  – Maximum VDD drop: 0.447 mV
  – Power Density: 1730 nW/um^2

Job
  – Tool Warnings: 28
  – Max cap viols: 0
==> synth_stat cells, drive strengths merged <==
cell   instances  area [sq um]
dfrtp         32           801
==> stage by stage <==
step / util (%) / total power, mW
global placement: 20.4 / 1.69
global route: 19.6 / 2.79
detailed placement: 20.4 / 1.69
CTS: 19.6 / 2.73
floorplan: - / 1.38
finish: 19.6 / 2.65
==> power by group <==
| part | internal, mW | switching (mW) | total [mW] |
|---|---|---|---|
| clock | 0.613 | 0.449 | 1.06 |
| sequential | 1.36 | 0.0128 | 1.37 |
| combinational | 0.159 | 0.0569 | 0.215 |
==> routing by layer <==
layer | GRT usage [%] | up-vias | routed length, um
li1 | - | 240 | -
met1 | 4.48 | 270 | 918
met2 | 6.52 | 35 | 1310
met3 | 2.17 | 6 | 344
met4 | 1.12 | 2 | 69
met5 | 0 | - | 11
==> worst paths after layout <==
path	startpoint	end	slack (ns)	depth (start not counted)
worst max-delay path	pc_salida[11]	pc_salida[11]	0.04	1
worst min-delay path	reset	pc_salida[30]	-0.13	2
max in group asynchronous	reset	pc_salida[16]	0.95	2
min in group clk0	pc_entrada[21]	pc_salida[21]	0.36	1
==> area by class of cell <==
cell class            count  area, sq um
clock buffer              7         96.3
tap                     102          128
sequential               32          801
timing repair buffer     66          505
fill                    849         6280
==> repair_timing <==
item                                    4_1_cts  5_1_grt
endpoints found under the hold margin        32       32
endpoints found under the setup margin       32        1
pin swaps                                     0        0
resized                                      99        0
==> cell families after synthesis <==
kind of cell  share of synthesized area (%)
flip-flops                              100
Power figures rest on the tool's default switching activity, not on a simulated workload.
