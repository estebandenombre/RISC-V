--- /design/flow/constraint.sdc ---
current_design ALU

set clk_period 15.8
set clk_io_pct 0.2

create_clock -name clk0 -period $clk_period

set non_clock_inputs [all_inputs -no_clocks]
set_input_delay [expr $clk_period * $clk_io_pct] -clock clk0 $non_clock_inputs
set_output_delay [expr $clk_period * $clk_io_pct] -clock clk0 [all_outputs]
--- /design/flow/design.v ---
module ALU (zero,alu_result,op1, op2,alu_control);
input logic [4:0] alu_control;
input logic [31:0] op1,op2;
output logic [31:0] alu_result;
output logic zero;
always_comb
begin
alu_result=32'd0;
zero=1'd0;
case (alu_control)
	5'b00000 : begin   
				alu_result= op1+op2;
				if (alu_result==32'd0)
					zero=1'd1;
				else 
					zero=1'd0;
			  end
	5'b00100 : begin  
				alu_result=op1<<op2;	
				end
	5'b01000 : begin	 
				if(op1<op2)
					begin
					alu_result=32'd1;
					zero=1'd0;
					end
				else 
					begin
					alu_result=32'd0;
					zero=1'd1;
					end
			  end
	5'b01100 : begin	 
				if(op1<op2)
					begin
					alu_result=32'd1;
					zero=1'd0;
					end
				else 
					begin
					alu_result=32'd0;
					zero=1'd1;
					end
			  end
	5'b11100 : begin	 
				alu_result=op1&op2;
				if (alu_result==32'd0)
					zero=1'd1;
				else 
					zero=1'd0;
			  end		
	5'b11000 : begin	 
				alu_result=op1|op2;
				if (alu_result==32'd0)
					zero=1'd1;
				else 
					zero=1'd0;
			  end	
	5'b10000 : begin	 
				alu_result=op1^op2;
				if (alu_result==32'd0)
					zero=1'd1;
				else 
					zero=1'd0;
			  end	
	5'b11111 : begin	 
				alu_result= op1+op2;
				if (alu_result==32'd0)
					zero=1'd1;
				else 
					zero=1'd0;
			  end
	5'b00010 : begin	 
				alu_result= op1-op2;
				if (alu_result==32'd0)
					zero=1'd1;
				else 
					zero=1'd0;
			  end
	5'b10100 : begin  
				alu_result=op1>>op2;	
				end
	5'b10110 : begin  
				alu_result=op1>>op2;	
				end
	5'b11110 : begin   
				if(op1>=op2)
					begin
					alu_result=32'd1;
					zero=1'd0;
					end
				else 
					begin
					alu_result=32'd0;
					zero=1'd1;
					end
			  end
	5'b11010 : begin   
				if(op1>=op2)
					begin
					alu_result=32'd1;
					zero=1'd1;
					end
				else 
					begin
					alu_result=32'd0;
					zero=1'd0;
					end
			  end
	default : begin alu_result=32'd0;
				 zero=1'd0;
				 end
endcase
end
endmodule
--- /design/flow/config.mk ---
export PLATFORM = sky130hd
export DESIGN_NAME = ALU
export DESIGN_NICKNAME = ALU
export VERILOG_FILES = /design/flow/design.v
export SDC_FILE = /design/flow/constraint.sdc
export NUM_CORES = 4
export LEC_CHECK = 1
export CORE_UTILIZATION = 30
--- /design/flow/run.sh ---
#!/bin/bash
# OpenROAD 26Q1-2900-gdf79404cd8, Yosys 0.63+post, stock flow scripts
make -C /OpenROAD-flow-scripts/flow DESIGN_CONFIG=/design/flow/config.mk WORK_HOME=/design/flow/orfs finish
==> impl_metrics.toml <==
# synthesis and place-and-route metrics
[synthesis]
yosys_warnings = 1
syn_inst = 1533
yosys.area_share.simple_pct = 26.1
top_area_cell = "ha_1"
synth-xor-area-share_pct = 3.75
most_common_cell = "nand2_1"
netlist.area_leader.share_pct = 12.3
yosysSeqAreaShare_pct = 0
ys_sh_adder_pct = 12.7
common_cells = "148 x nand2_1, 142 x a21oi_1, 123 x nor2_1, 108 x o21ai_0, 99 x ha_1"
synth_area_sq_um = 10000
ys_cells = 1533
yosys.area_share.aoi_pct = 38.1
yosys_area_sq_um = 10000
top_logic_kind = "AND-OR/OR-AND gates"
synth_cell_types = 101
muxShareOfSynthArea_pct = 10.3
postSynthAreaPerCell_sq_um = 6.55
synthTopCellsByArea = "ha_1 12%, a21oi_1 7.1%, nand2_1 5.5%"

[setup_path]
path_delay_family = "buffers and inverters"
worstSetupEndpointType = "output port"
slowest_delay_ns = 0.67
critPathRequiredTime_ns = 12.64
path_max_fanout = 45
criticalPathCategory = "in -> out"
worst-path-buf-inv = 5
crit_arrival_ns = 8.37
worstPathCellList = "clkdlybuf4s50_1, buf_4, inv_1, ha_1, inv_2, a211oi_2, nand2_1, a311oi_1, nand2_1, nor4_1, nor4b_1, and4b_1, nand4_1, o31ai_2, clkdlybuf4s50_1"
startpoint_type = "input pin"
cp_slowest_cell = "ha_1"
worst-path-stages = 15

[clocking]
ctsResizeCount = 0
hold_buffers = 0
cts_setup_buffers = 0

[worst_hold_path]
hold_path_class = "in -> out"
min_path_cells = 3

[drt]
drt-total-wl_um = 55100
wl_met3_um = 4860
dr.pass1.iters = 8
via_per_inst = 6.34
top_layer_used = "met4"
route.detailed.drc = 0
antenna_left = 0
dr_wl_met2_um = 23800
wl_per_cell_um = 27.7
drtIter0Drc = 1555
drt-met1-wl_um = 23000
vias = 12607

[cells_and_area]
final_cells = 1990
n_clock_buffer = 0
regArea_sq_um = 0
seq_cell_count = 0
drive_gt1_share_pct = 7.69
syn_to_final_growth_pct = 12.7

[timing]
slew_headroom_pct = 38.7
setup_viol = 0
final.min_clock_period_ns = 11.53
final.setup.worst_slack_ns = 4.27
rsz0062_at_grt = "no"
hold_viol_final = 0
max_freq_mhz = 86.7
tightest_slew_ns = 0.912
fin_crit_sh_pct = 73.0
slew_violations = 0
finalSetupTns_ns = 0

[floorplanning]
core-area_sq_um = 32800
row_count = 66
die_h_um = 185
pin_count = 102
die_x_um = 185
fp_util_pct = 30.6
die-area_sq_um = 34200

[grt]
grt_pass1_vias = 11590
gr-total-overflow = 0
grt_usage_pct = 32.6
grt_antenna_before_repair = 1
grt_max_degree = 74
grt_pass1_wl_um = 80100

[pwr]
power_uw = 382
irDropWorstVdd_mv = 0.0180
leakagePower_uw = 0.00427
powerDensity_nw_per_um2 = 33.7

[job]
tool_warnings = 99
max_cap_viol_count = 0

[place]
portBuffers = 102
pre_cts_ws_ns = 4.41
dp_cells = 1989
place.gp.congestion = 1.08
hpwl_um = 44300

[status]
outcome = "finished clean"
-- stage by stage --
| step | util, % | hold WS, ns | cell area [sq um] |
|---|---|---|---|
| finish | 34.5 | 7.51 | 11300 |
| floorplan | - | 6.39 | 10000 |
| global placement | 34.5 | 7.51 | 11300 |
| global route | 34.5 | 7.57 | 11300 |
| detailed placement | 34.5 | 7.50 | 11300 |
| CTS | 34.5 | 7.50 | 11300 |
-- layout by cell type, fill, tap and decap left out, types with 10 or more instances in the layout --
cell / netlist / routed
nor2_1: 123 / 123
mux2i_1: 49 / 49
o21bai_1: 10 / 10
ha_1: 99 / 99
mux4_2: 15 / 15
a31oi_1: 13 / 13
o31ai_1: 11 / 11
and3_1: 17 / 17
o221ai_1: 11 / 11
clkdlybuf4s50_1: 0 / 97
a21o_1: 14 / 14
xnor2_1: 40 / 40
inv_1: 98 / 97
nor2b_1: 22 / 22
nand2_1: 148 / 148
nor3_1: 51 / 49
o21ai_1: 13 / 13
buf_4: 3 / 30
and2_1: 22 / 22
nand4_1: 20 / 20
a22oi_1: 13 / 13
a221oi_1: 16 / 16
a211oi_1: 35 / 35
a21oi_1: 142 / 141
nand3_1: 34 / 34
nor4_1: 41 / 40
o22ai_1: 18 / 18
o21ai_0: 108 / 108
o211ai_1: 19 / 19
mux2_2: 18 / 18
-- power by group --
part | switching, uW | internal (uW)
clock | 0 | -0.000000000000263
combinational | 247 | 136
sequential | 0 | 0
-- metal layers --
| metal | track usage (%) | vias to the layer above |
|---|---|---|
| li1 | - | 5800 |
| met1 | 44.7 | 5873 |
| met2 | 49.1 | 782 |
| met3 | 5.65 | 152 |
| met4 | 16.4 | 0 |
| met5 | 0 | - |
-- worst paths after layout --
path | from | to | slack, ns
max | op2[4] | zero | 4.27
min | alu_control[0] | alu_result[0] | 7.51
-- worst min-delay path, stage by stage --
cell and delay (ns):
clkdlybuf4s50_1 0.59, o311ai_0 0.18, clkdlybuf4s50_1 0.42
-- area by class of cell --
class	count	area (sq um)
inverters	105	394
diodes	1	2.50
multi-input cells	1310	9150
well taps	442	553
fillers	3589	21500
repair buffers	132	1220
-- kinds of logic after synthesis --
group / Yosys count
adders and majority gates: 101
muxes: 82
AOI/OAI and AO/OA: 552
and+or+nand+nor: 532
buffers and inverters: 223
xor gates and xnor gates: 43
Power is estimated from default activity; no workload was simulated.
